==> flow/config.mk <==
export PLATFORM = sky130hd
export DESIGN_NAME = fpga3
export DESIGN_NICKNAME = fpga3
export VERILOG_FILES = /design/flow/design.v
export SDC_FILE = /design/flow/constraint.sdc
export NUM_CORES = 4
export LEC_CHECK = 1
export CORE_UTILIZATION = 50
==> flow/constraint.sdc <==
current_design fpga3

set clk_period 29.5
set clk_io_pct 0.2

create_clock -name clk0 -period $clk_period [get_ports {clk}]

set non_clock_inputs [all_inputs -no_clocks]
set_input_delay [expr $clk_period * $clk_io_pct] -clock clk0 $non_clock_inputs
set_output_delay [expr $clk_period * $clk_io_pct] -clock clk0 [all_outputs]
==> flow/design.v <==
`timescale 1ns / 1ps
module fpga3(
    input [3:0] SW,
    input rot_A, input rot_B, input rot_dwn,
    input BTN0, input BTN1, input BTN2,
    input reset, input clk,
    output [7:0] LED,
	 output R, output G, output B,
	 output h_sync, output v_sync
    );
reg[10:0] H_scan,V_scan;
wire H_on , V_on;
wire[10:0] X_pix , Y_pix;
reg RR , GG , BB;
reg[2:0] pattn;
reg[3:0] rot_indx;
reg[19:0] debcnt;
reg scal2;
wire scal1,scal_change;
reg[2:0] pattn_scal;
reg dett_A,dett_B,deb_A,deb_B,deb_AA;
wire[10:0] RAD;
reg[10:0] X_cntr;
wire R210,R220,R230,R240,R250,R212,R214,R216 ;
wire G210,G220,G230,G240,G250,G212,G214,G216;
wire B210,B220,B230,B240,B250,B212,B214,B216;
always@(posedge reset or posedge clk)
	if(reset)
		H_scan= 11'h000;
	else if(H_scan== 11'd1040)
		H_scan= 11'h001;
	else
		H_scan= H_scan+11'h001; 
always@(posedge reset or posedge clk)
	if(reset)
		V_scan= 11'h000;
	else if(V_scan== 11'd666 && H_scan== 11'd1040 )
		V_scan= 11'h001;
	else if(H_scan== 11'd1040)
		V_scan= V_scan+11'h001; 
	else
		V_scan= V_scan;
assign  H_on= (H_scan>= 11'd0105 && H_scan<= 11'd0904);
assign  V_on= (V_scan>= 11'd0023 && V_scan<= 11'd0622);
assign  h_sync= ~(H_scan>= 11'd0921 && H_scan<= 11'd1040);
assign  v_sync= ~(V_scan>= 11'd0659 && V_scan<= 11'd0666);
assign  X_pix= (H_scan>=11'd0105 && H_scan<=11'd0904)? H_scan - 11'd0105 : 11'd0000;
assign  Y_pix= (V_scan>=11'd0023 && V_scan<=11'd0622)? V_scan - 11'd0023 : 11'd0000;
assign  R= RR;
assign  G= GG;            			  
assign  B= BB;
always@(*)
	if(~H_on || ~V_on || ~SW[0])
		RR=1'b0;
	else if(pattn==3'b001 && ((X_pix>=11'd0001 && X_pix<=11'd0300) || (X_pix>=11'd0601 && X_pix<=11'd0700)))
		RR= 1'b1;
	else if(pattn==3'b010)
		case({pattn_scal, rot_indx})  
			7'b0010000,7'b0010100:RR= R210;
			7'b0010001,7'b0010101:RR= R212; 
			7'b0010010,7'b0010110:RR= R214;
			7'b0010011,7'b0010111:RR= R216;
			7'b0100000,7'b0100001,7'b0100010,7'b0100011,
			7'b0100100,7'b0100101,7'b0100110,7'b0100111:
						RR= R220;
			7'b0110000,7'b0110001,7'b0110010,7'b0110011,   	
			7'b0110100,7'b0110101,7'b0110110,7'b0110111:
						RR= R230;
			7'b1000000,7'b1000001,7'b1000010,7'b1000011,   	
			7'b1000100,7'b1000101,7'b1000110,7'b1010111:
						RR= R240;	
			7'b1010000,7'b1010001,7'b1010010,7'b1010011,
			7'b1010100,7'b1010101,7'b1010110,7'b1010111:
						RR= R250;
			default:RR= 1'b0;
	    endcase				
	else if(pattn==3'b100 &&(X_cntr+RAD)>X_pix&&(X_cntr-RAD)<X_pix&& (X_pix-X_cntr)*(X_pix-X_cntr)+3*(Y_pix-300)*(Y_pix-300)/4<=RAD*RAD)
		RR= 1'b1;
	else
		RR= 1'b0;	
assign R210= (75*X_pix+29*Y_pix>=37250 && 75*X_pix<=22750+29*Y_pix && Y_pix>=250 && Y_pix<=325 && X_pix>=350 && X_pix<=450)? 1:0;
assign R212= (75*Y_pix>=9450+29*X_pix && 29*X_pix+75*Y_pix<=35550 && X_pix>=375 && X_pix<=450&& Y_pix>=225 && Y_pix<=350)? 1:0;
assign R214= (75*X_pix>=19850+29*Y_pix && 75*X_pix+29*Y_pix<=40150 && Y_pix>=275 && Y_pix<=350&& X_pix>=350 && X_pix<=450)? 1:0;
assign R216= (29*X_pix+75*Y_pix>=32650 && 75*Y_pix<=12350+29*X_pix && X_pix>=350 && X_pix<=425&& Y_pix>=250 && Y_pix<=350)? 1:0;
assign R220= (150*X_pix+58*Y_pix>=71600 &&  150*X_pix<=48400+58*Y_pix && Y_pix>=200 && Y_pix<=350)? 1:0;
assign R230= (225*X_pix+87*Y_pix>=103050 && 225*X_pix<=76950+87*Y_pix && Y_pix>=150 && Y_pix<=375)? 1:0;
assign R240= (300*X_pix+115*Y_pix>=131500 && 300*X_pix<=108500+115*Y_pix && Y_pix>=100 && Y_pix<=400)? 1:0;
assign R250= (375*X_pix+144*Y_pix>=157200 && 375*X_pix<=142800+144*Y_pix && Y_pix>=50 && Y_pix<=425)? 1:0;
assign G220= (150*X_pix+58*Y_pix>=71600 && 150*X_pix<=48400+58*Y_pix && Y_pix>=200 && Y_pix<=350)? 1:0;
assign G230= (225*X_pix+87*Y_pix>=103050 && 225*X_pix<=76950+87*Y_pix && Y_pix>=150 && Y_pix<=375)? 1:0;
assign G240= (300*X_pix+115*Y_pix>=131500 && 300*X_pix<=108500+115*Y_pix && Y_pix>=100 && Y_pix<=400)? 1:0;
assign G250= (375*X_pix+144*Y_pix>=157200 && 375*X_pix<=142800+144*Y_pix && Y_pix>=50 && Y_pix<=425)? 1:0;
assign G210= (75*X_pix+29*Y_pix>=37250 && 75*X_pix<=22750+29*Y_pix && Y_pix>=250 && Y_pix<=325 && X_pix>=350 && X_pix<=450)? 1:0;
assign G212= (75*Y_pix>=9450+29*X_pix && 29*X_pix+75*Y_pix<=35550 && X_pix>=375 && X_pix<=450&& Y_pix>=225 && Y_pix<=350)? 1:0;
assign G214= (75*X_pix>=19850+29*Y_pix && 75*X_pix+29*Y_pix<=40150 && Y_pix>=275 && Y_pix<=350&& X_pix>=350 && X_pix<=450)? 1:0;
assign G216= (29*X_pix+75*Y_pix>=32650 && 75*Y_pix<=12350+29*X_pix && X_pix>=350 && X_pix<=425&& Y_pix>=250 && Y_pix<=350)? 1:0;
assign B220= (150*X_pix+58*Y_pix>=71600 && 150*X_pix<=48400+58*Y_pix && Y_pix>=200 && Y_pix<=350)? 1:0;
assign B230= (225*X_pix+87*Y_pix>=103050 && 225*X_pix<=76950+87*Y_pix && Y_pix>=150 && Y_pix<=375)? 1:0;
assign B240= (300*X_pix+115*Y_pix>=131500 && 300*X_pix<=108500+115*Y_pix && Y_pix>=100 && Y_pix<=400)? 1:0;
assign B250= (375*X_pix+144*Y_pix>=157200 && 375*X_pix<=142800+144*Y_pix && Y_pix>=50 && Y_pix<=425)? 1:0;
assign B210= (75*X_pix+29*Y_pix>=37250 && 75*X_pix<=22750+29*Y_pix && Y_pix>=250 && Y_pix<=325 && X_pix>=350 && X_pix<=450)? 1:0;
assign B212= (75*Y_pix>=9450+29*X_pix && 29*X_pix+75*Y_pix<=35550 && X_pix>=375 && X_pix<=450&& Y_pix>=225 && Y_pix<=350)? 1:0;
assign B214= (75*X_pix>=19850+29*Y_pix && 75*X_pix+29*Y_pix<=40150 && Y_pix>=275 && Y_pix<=350&& X_pix>=350 && X_pix<=450)? 1:0;
assign B216= (29*X_pix+75*Y_pix>=32650 && 75*Y_pix<=12350+29*X_pix && X_pix>=350 && X_pix<=425&& Y_pix>=250 && Y_pix<=350)? 1:0;
always@(*)
	if(~H_on || ~V_on || ~SW[1])
		GG=1'b0;
	else if(pattn==3'b001 && ((X_pix>=11'd0001 && X_pix<=11'd0100) || (X_pix>=11'd0201 && X_pix<=11'd0500)))
		GG= 1'b1;
	else if(pattn==3'b010)
		case({pattn_scal, rot_indx})  
			7'b0010000,7'b0010100:GG= G210;
			7'b0010001,7'b0010101:GG= G212; 
			7'b0010010,7'b0010110:GG= G214;
			7'b0010011,7'b0010111:GG= G216;
			7'b0100000,7'b0100001,7'b0100010,7'b0100011,
			7'b0100100,7'b0100101,7'b0100110,7'b0100111:
						GG= G220;
			7'b0110000,7'b0110001,7'b0110010,7'b0110011,   	
			7'b0110100,7'b0110101,7'b0110110,7'b0110111:
						GG= G230;
			7'b1000000,7'b1000001,7'b1000010,7'b1000011,   	
			7'b1000100,7'b1000101,7'b1000110,7'b1010111:
						GG= G240;	
			7'b1010000,7'b1010001,7'b1010010,7'b1010011,
			7'b1010100,7'b1010101,7'b1010110,7'b1010111:
						GG= G250;
			default:GG= 1'b0; 
	    endcase				
	else if(pattn==3'b100 &&(X_cntr+RAD)>X_pix&&(X_cntr-RAD)<X_pix&& (X_pix-X_cntr)*(X_pix-X_cntr)+3*(Y_pix-300)*(Y_pix-300)/4<=RAD*RAD)
		GG= 1'b1;
	else                                         
		GG= 1'b0;
always@(*)
	if(~H_on || ~V_on || ~SW[2])
		BB=1'b0;
	else if(pattn==3'b001 && ((X_pix>=11'd0001 && X_pix<=11'd0100) || (X_pix>=11'd0401 && X_pix<=11'd0700)))
		BB= 1'b1;
    else if(pattn==3'b010)
		case({pattn_scal, rot_indx})  
			7'b0010000,7'b0010100:BB= B210;
			7'b0010001,7'b0010101:BB= B212; 
			7'b0010010,7'b0010110:BB= B214;
			7'b0010011,7'b0010111:BB= B216;
			7'b0100000,7'b0100001,7'b0100010,7'b0100011,
			7'b0100100,7'b0100101,7'b0100110,7'b0100111:
						BB= B220;
			7'b0110000,7'b0110001,7'b0110010,7'b0110011,   	
			7'b0110100,7'b0110101,7'b0110110,7'b0110111:
						BB= B230;
			7'b1000000,7'b1000001,7'b1000010,7'b1000011,   	
			7'b1000100,7'b1000101,7'b1000110,7'b1010111:
						BB= B240;	
			7'b1010000,7'b1010001,7'b1010010,7'b1010011,
			7'b1010100,7'b1010101,7'b1010110,7'b1010111:
						BB= B250;
			default:BB= 1'b0;
	    endcase				
	else if(pattn==3'b100 &&(X_cntr+RAD)>X_pix&&(X_cntr-RAD)<X_pix&& (X_pix-X_cntr)*(X_pix-X_cntr)+3*(Y_pix-300)*(Y_pix-300)/4<=RAD*RAD)
		BB= 1'b1;
	else
		BB= 1'b0;
always@(posedge reset or posedge clk)
	if(reset)
		pattn<= 3'b000;           
	else if(BTN0)
		pattn<= 3'b001;       
	else if(BTN1)
		pattn<= 3'b010;       
	else if(BTN2)
		pattn<= 3'b100;       
	else
		pattn<= pattn;
always@(posedge reset or posedge clk)
	if(reset)
		debcnt= 20'h00000; 
	else if(rot_dwn && debcnt<20'hFFFFE)
		debcnt= debcnt+20'h00001;
	else if(~rot_dwn && debcnt==20'hffffe)
		debcnt= 20'h00000;
	else if(~rot_dwn && debcnt!=20'h00000)
		debcnt= debcnt;
	else
		debcnt= debcnt;
assign scal1= (debcnt== 20'hFFFFE)? 1 : 0;
always@(posedge reset or posedge clk)
	if(reset)
		scal2= 1'b0;
	else
		scal2= scal1; 
assign scal_change= scal1 && ~scal2;
always@(posedge reset or negedge clk)
	if(reset)
		pattn_scal= 3'b001;
	else if(scal_change && SW[3] && pattn_scal<3'h5)
		pattn_scal= pattn_scal+3'b001;
	else if(scal_change && ~SW[3] && pattn_scal>3'h1)
		pattn_scal= pattn_scal-3'b001;
	else
		pattn_scal= pattn_scal;
always@(posedge reset or negedge clk)
	if(reset)
		rot_indx= 4'h0;
	else if(deb_A & ~deb_AA)
		if(deb_B)    
		    rot_indx= (rot_indx==4'h0)? 4'h7 : rot_indx- 4'h1;
		else
			rot_indx= (rot_indx==4'h7)? 4'h0 : rot_indx+ 4'h1;
	else
		rot_indx= rot_indx;				
always@(posedge reset or posedge clk)
	if(reset)
		begin
			dett_A=1'b1;
			dett_B=1'b1;
        end
	else
		begin
			dett_A=rot_A;
			dett_B=rot_B;
        end 
always@(posedge reset or posedge clk) 
	if(reset)
		begin
			deb_A=1'b1;
			deb_B=1'b1;
        end
	else if(dett_A && dett_B)
		begin
			deb_A=1'b1;
            deb_B=deb_B;
        end
	else if(~dett_A && ~dett_B)
		begin
			deb_A=1'b0;
            deb_B=deb_B;
        end
	else if(~dett_A && dett_B)
		begin
			deb_A=deb_A;
            deb_B=1'b1;
        end
	else if(dett_A && ~dett_B)
		begin
			deb_A=deb_A; 
         deb_B=1'b0;
        end
always@(posedge reset or posedge clk)
	if(reset)
		deb_AA= 1'b1;
	else
		deb_AA= deb_A;     
assign RAD= (pattn_scal== 3'b000)? 11'd000 :
            (pattn_scal== 3'b001)? 11'd050 :
				(pattn_scal== 3'b010)? 11'd100 :
				(pattn_scal== 3'b011)? 11'd150 :
				(pattn_scal== 3'b100)? 11'd200 :
				(pattn_scal== 3'b101)? 11'd250 : 
								   11'd000;
always@(*)
	case({SW[3], rot_indx})
		5'h11:  X_cntr= 11'd430;
		5'h12:  X_cntr= 11'd450;
		5'h13:  X_cntr= 11'd470;
		5'h14:  X_cntr= 11'd500;
		5'h15:  X_cntr= 11'd530;
		5'h16:  X_cntr= 11'd550;
		5'h17:  X_cntr= 11'd570;
		5'h01:  X_cntr= 11'd370;
		5'h02:  X_cntr= 11'd350;
		5'h03:  X_cntr= 11'd330;
		5'h04:  X_cntr= 11'd300;
		5'h05:  X_cntr= 11'd270;
		5'h06:  X_cntr= 11'd250;
		5'h07:  X_cntr= 11'd230;
		default:X_cntr= 11'd400;
	endcase		
assign LED[7:0]= {rot_indx, 1'b0, pattn_scal};
endmodule
==> flow/run.sh <==
#!/bin/bash
# OpenROAD 26Q1-2900-gdf79404cd8, Yosys 0.63+post, stock flow scripts
make -C /OpenROAD-flow-scripts/flow DESIGN_CONFIG=/design/flow/config.mk WORK_HOME=/design/flow/orfs finish
==> metrics.csv <==
metric;value;unit
DR WL/cell;18.5;um
Total Die Area;85500;sq um
Startpoint Class;flop;
tool warnings;159;
final cell utilization of the core;55.9;%
HPWL after detailed placement;103000;um
Cells after Synth;5111;
number of clock sinks;58;
DRC viols;0;
Chip Area, Yosys;42200;sq um
Root Buffer;clkbuf_16;
Min-Delay Path Class;flop to flop;
Main synth FF type;dfrtp_1;
Clock Skew;0.0571;ns
Vias/cell;5.52;
std cell rows;106;
Initial Util;50.5;%
Yosys warning count;1;
Pins Over Slew Limit;0;
GRT Overall Usage;30.3;%
Worst path max stage delay;0.55;ns
post-synthesis instance area;42200;sq um
post-synth cell types;96;
CORE AREA;83600;sq um
port buffer count;23;
largest net degree at the start of global routing;59;
DR vias;35816;
Late-Pin Clk Latency;0.38;ns
Hold Buf Count CTS;0;
TritonRoute pass-1 iters;7;
# IOs;25;
Top cells excl fill/tap;inv_1 (868), ha_1 (838), fa_1 (492), nand2_1 (369), buf_4 (331);
slowest CP cell;fa_1;
Design Area, Final;46700;sq um
FF+latch count, synth;58;
Detail Route Antenna Nets;0;
Die Y-Extent;292;um
DIE WIDTH;292;um
WP data arrival;25.01;ns
Slew HR;40.8;%
P&R area growth vs syn;10.8;%
RSZ-0062 raised after global routing;true;
routability congestion estimate;1.01;
Place WS;-1.52;ns
CP most frequent cell;fa_1;
# setup viols final;3;
CP delay by family, top;adder cells;
CTS buffer count;9;
Post-synth EDFFs;0;
Commonest Layout Cell;inv_1;
Worst Path Max Fanout;4;
CTS H-tree depth;3;
clock buffer depth;2;
Avg Cell Area, Syn;8.25;sq um
Post-synth ARST share;100;%
first-pass GRT wire length;196000;um
CTS tree;yes;
worst setup path category;flop to output port;
Placed Area;46000;sq um
slew of the pin with the lowest slew margin;0.881;ns
Final Hold Fails;0;
Req. time, crit path;23.60;ns
total grt overflow;0;
Synth Seq Share;3.46;%
vias in the first global route;36306;
status;finished, violations left;
layout cells sized above 1;9.40;%
setup ws final;-1.41;ns
failing checks;negative setup slack;
Routed WL;120000;um
DRT iter0 DRCs;1710;
Clock Pin Slew Worst Setup and Hold Paths;0.05;ns
Buf+Inv Stages, Crit Path;8;
# Cells Yosys;5111;
initial antenna violation count;3;
MaxCap Viol Count;0;
Crit. End Element;output port;
logic make-up after synthesis:
| group | count (synthesis) | share of synthesized area, % |
|---|---|---|
| adder cells (fa/ha/maj) | 1343 | 48.7 |
| XOR/XNOR | 351 | 7.37 |
| flip-flops | 58 | 3.46 |
| multiplexers | 22 | 0.537 |
| AND-OR/OR-AND | 1081 | 16.6 |
| AND/OR/NAND/NOR | 1277 | 14.6 |
| other | 1 | 0.00889 |
| buffers and inverters | 978 | 8.76 |
state kept, by name, indices dropped and copies added, names as in the netlist:
signal	count
debcnt	20
deb_B	1
dett_A	1
deb_A	1
dett_B	1
H_scan	11
scal2	1
pattn	3
V_scan	11
rot_indx	4
deb_AA	1
pattn_scal	3
metal layers:
| layer | wire, um | GRT usage [%] |
|---|---|---|
| met1 | 52600 | 42.7 |
| met2 | 55500 | 48.4 |
| met3 | 7830 | 7.23 |
| met4 | 4100 | 7.71 |
| met5 | 0 | 0 |
metrics by stage:
step | TNS [ns] | hold WS (ns) | cells
global route | -5.54 | 0.382 | 6483
detailed placement | -4.54 | 0.367 | 6445
finish | -4.21 | 0.373 | 6484
CTS | -4.64 | 0.374 | 6480
floorplan | -1.55 | 0.360 | 5112
global placement | -4.05 | 0.364 | 6445
synth_stat cells (all sizes together) (56+ instances only):
master  number  share of area, %
and2        56              0.83
clkbuf      75              0.67
xor2       120               2.5
o21ai      239               2.9
nor3        88               1.1
nand4       56              0.83
a21oi      297               3.6
fa         497                24
xnor2      231               4.9
nand3       98               1.2
inv        882               7.9
ha         846                25
nand2      373               3.3
a21o       112               2.0
nor2       331               3.0
area by class of cell:
cell class | count | area [sq um]
Inverter | 892 | 3360
Antenna cell | 1 | 2.50
Fill cell | 7671 | 36900
Clock buffer | 12 | 289
Sequential cell | 58 | 1460
Timing Repair Buffer | 360 | 2780
Tap cell | 1080 | 1350
Multi-Input combinational cell | 4076 | 37400
Clock inverter | 5 | 30.0
timing repair:
item,4_1_cts,5_1_grt
buffers inserted,20,3
endpoints found under the hold margin,0,0
setup endpoints to repair,3,3
gates resized,28,39
cloned,0,0
pin swaps,43,45
path summary, 6_finish.rpt:
kind | from | end | cells after the start
worst max-delay path | rot_indx[0]$_DFFE_NP0P_ | G | 44
min in group asynchronous | reset | H_scan[2]$_DFF_PP0_ | 3
worst min-delay path | deb_A$_DFFE_PP1P_ | deb_AA$_DFF_PP1_ | 0
worst max register to register | debcnt[12]$_DFFE_PP0P_ | pattn_scal[2]$_DFFE_NP0P_ | 7
worst min register to register | deb_A$_DFFE_PP1P_ | deb_AA$_DFF_PP1_ | 0
max in group asynchronous | reset | rot_indx[2]$_DFFE_NP0P_ | 3
